[/design/flow/run.sh]
#!/bin/bash
# OpenROAD 26Q1-2900-gdf79404cd8, Yosys 0.63+post, stock flow scripts
make -C /OpenROAD-flow-scripts/flow DESIGN_CONFIG=/design/flow/config.mk WORK_HOME=/design/flow/orfs finish
[/design/flow/constraint.sdc]
current_design ALU

set clk_period 252.2
set clk_io_pct 0.2

create_clock -name clk0 -period $clk_period

set non_clock_inputs [all_inputs -no_clocks]
set_input_delay [expr $clk_period * $clk_io_pct] -clock clk0 $non_clock_inputs
set_output_delay [expr $clk_period * $clk_io_pct] -clock clk0 [all_outputs]
[/design/flow/design.v]
`timescale 1ns / 1ps
module ALU(
    input [31:0] a,  
    input [31:0] b, 
    input [3:0] alu_control,
    output zero, 
    output reg [31:0] alu_result); 
    wire signed [31:0] signed_a; 
    assign signed_a = a;
 always @(*)
 begin   
      case(alu_control)  
      4'b0000: alu_result = a & b;  
      4'b0001: alu_result = a | b;  
      4'b0010: alu_result = a + b;  
      4'b0100: alu_result = a ^ b;  
      4'b0101: alu_result = a * b;  
      4'b0110: alu_result = a - b;  
      4'b0111: alu_result = (a<b) ? 32'd1 : 32'd0;  
      4'b1000: alu_result = a << b[10:6];  
      4'b1001: alu_result = a >> b[10:6];  
      4'b1010: alu_result = signed_a >>> b[10:6];  
      4'b1011: alu_result = a/b;  
      4'b1100: alu_result = ~(a | b);  
      default: alu_result = a + b;  
      endcase  
 end  
 assign zero = (alu_result==32'd0) ? 1'b1: 1'b0;
endmodule
[/design/flow/config.mk]
export PLATFORM = sky130hd
export DESIGN_NAME = ALU
export DESIGN_NICKNAME = ALU
export VERILOG_FILES = /design/flow/design.v
export SDC_FILE = /design/flow/constraint.sdc
export NUM_CORES = 4
export LEC_CHECK = 1
export CORE_UTILIZATION = 40
==> out/results.ini <==
[pwr]
power.density_nw_per_um2=13.0
p_switching_w=0.000473
vdd_drop_max_mv=0.0478
swShare_pct=62.9
p_leak_nw=27.1
p_int_w=0.000279

[route]
drt_iter0_drc=6494
ant_nets=0
viasPerCell=6.45
drcViolationCount=0
first_pass_iters=10
routed_wl_mm=287
avgRoutedWirePerCell_um=31.0
vias=59759

[floorplanning]
ioPinCount=101
die_x_um=370
num_rows=134
dieHeight_um=370
chipArea_um2=137000
initCoreUtil_pct=40.4
core_area_um2=134000

[cts]
postCtsHoldBufs=0
cts_resized=0
cts_setup_buffers=0

[yosys]
synthCells=7516
synth.distinct_cells=113
yosysWarnings=1
netlist_area_um2=54200
ys_seq_share_pct=0
avgSynthCellArea_um2=7.21
ys_chip_area_um2=54200
yosys-stat-cells=7516

[setup_path]
worstSetupEndpointType=output pin
crit_path_frequent_cell=ha_1
timing.critical_path.buf_inv=21
critPathSlowestCell=nor4_1
crit_fanout=37
cp-start-kind=input port
worstSetupPathType=in -> out
critical-path-max-stage-delay_ns=1.29
crit_family=AND-OR/OR-AND gates
cp.arrival_ns=135.38
required_ns=201.76

[cells_and_area]
fin_cells=9264
layout_top_cell=nand2_1
most-common-layout-cells=nand2_1, ha_1, nor2_1, inv_1, a21oi_1
area_growth_pct=6.64
nClkBuffers=0
finish.utilization_pct=43.1
post-route-cell-area_um2=57800
flops=0
drive_gt1_share_pct=7.27
register_area_um2=0

[sta]
rsz0062_at_grt=false
max_freq_ghz=0.00538
max_slew.worst_pin.slew_ns=1.50
final-hold-violation-count=0
max_slew_margin_pct=-0.626
setup-tns-final_ns=0
setup_ws_ns=66.38
period_minus_slack_ns=185.82
slew_violations=1
fin_crit_sh_pct=73.7
setup_viol=0

[global_route]
grt_pass1_wl_mm=408
grt.overflow.total=0
grt_start_max_net_pins=57
grt_pass1_vias=56347
antenna_found_initial=17
grt_use_total_pct=42.6

[placement]
place.gp.congestion=1.10
port_buffers=101
place_hpwl_mm=228
placement.cell_area_um2=57700
place_inst=9249
dp_slack_ns=69.18

[run]
maxCapViolCount=1
warnings=100

[hold_path]
hp-start=b[29]
hold_depth=6
hold_class=in -> out
min_to=alu_result[3]

[status]
status=finished, violations left
violations=capacitance limit, slew limit

stage by stage:
| stage | hold slack [ns] | total power (W) |
|---|---|---|
| 6_report | 102.50 | 0.000752 |
| 5_1_grt | 102.52 | 0.000816 |
| 4_1_cts | 102.47 | 0.000722 |
| 3_5_place_dp | 102.45 | 0.000716 |
| 3_3_place_gp | 102.44 | 0.000716 |
| 2_1_floorplan | 101.08 | 0.000477 |
logic make-up (layout without fill, tap and decap cells):
family	after synthesis	in the layout	synth area share, %
and+or+nand+nor	2551	2551	21.4
xor gates and xnor gates	464	464	7.50
AOI/OAI and AO/OA	2059	2059	25.7
adders and majority gates	1160	1160	32.5
other	0	15	0
muxes	205	205	5.32
buffers and inverters	1077	1042	7.62
synthesized netlist by cell type (19+ instances only):
| master | n | area, um^2 |
|---|---|---|
| a21o_1 | 209 | 1570 |
| or3_1 | 64 | 400 |
| o21ai_0 | 314 | 1570 |
| a211o_1 | 31 | 272 |
| o22ai_1 | 39 | 244 |
| fa_1 | 410 | 8210 |
| o21ai_1 | 19 | 95.1 |
| a21boi_0 | 31 | 233 |
| o31ai_1 | 46 | 345 |
| buf_1 | 58 | 218 |
| a221oi_1 | 43 | 377 |
| nand2b_1 | 69 | 432 |
| inv_1 | 698 | 2620 |
| nor4_1 | 44 | 275 |
| xor2_1 | 176 | 1540 |
| and2_1 | 40 | 250 |
| nand4_1 | 55 | 344 |
| nor2b_1 | 64 | 400 |
| buf_2 | 30 | 150 |
| mux4_2 | 59 | 1330 |
| a22oi_1 | 29 | 218 |
| mux2i_1 | 79 | 791 |
| clkbuf_1 | 270 | 1010 |
| and3_1 | 52 | 325 |
| nand2_1 | 961 | 3610 |
| a21oi_1 | 535 | 2680 |
| o2111ai_1 | 36 | 315 |
| nor3_1 | 172 | 861 |
| xnor2_1 | 288 | 2520 |
| a31o_2 | 19 | 166 |
| a221o_1 | 20 | 200 |
| nor2_1 | 745 | 2800 |
| mux2_2 | 64 | 721 |
| or4_1 | 22 | 165 |
| ha_1 | 750 | 9380 |
| o211ai_1 | 78 | 586 |
| a31oi_1 | 96 | 601 |
| or2_2 | 45 | 282 |
| o221ai_1 | 28 | 245 |
| a211oi_1 | 59 | 443 |
| o21bai_1 | 65 | 488 |
| o21a_1 | 129 | 968 |
| nand3_1 | 140 | 701 |
tightest hold or removal path, delay by kind of cell:
family          cells  cell delay (ns)
compound gates      3             0.40
buf+inv             3             1.21
per-layer routing:
metal / up-vias / GRT usage (%) / wire length [um] / share of wire [%]
met2: 3739 / 58.6 / 115000 / 40
met1: 28711 / 58.0 / 115000 / 40
li1: 26603 / - / - / -
met4: 24 / 17.7 / 15100 / 5.3
met5: - / 3.46 / 683 / 0.24
met3: 682 / 18.9 / 41000 / 14
worst max path at each step:
stage	start	cells after the start	endpoint	slack, ns
after CTS	b[14]	281	zero	68.97
after global routing	b[21]	287	zero	62.39
final	b[23]	283	zero	66.38
layout make-up:
class              instances  area (um^2)
fillers                13668        76200
multi-input cells       6439        50200
repair buffers           333         2690
inverters                709         2670
well taps               1768         2210
diodes                    15         37.5
Power and IR drop assume default switching activity.
