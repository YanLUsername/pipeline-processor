==> /design/flow/design.v <==
`timescale 1ns / 1ps
module ALUControl(
    input [1:0] ALUOp, 
    input [5:0] Function,
    output reg[3:0] ALU_Control);  
    wire [7:0] ALUControlIn;  
    assign ALUControlIn = {ALUOp,Function};  
    always @(ALUControlIn)  
    casex (ALUControlIn)  
    8'b10100100: ALU_Control=4'b0000;  
    8'b11xxxxxx: ALU_Control=4'b0000;  
    8'b10100101: ALU_Control=4'b0001;  
    8'b00xxxxxx: ALU_Control=4'b0010;  
    8'b10100000: ALU_Control=4'b0010;  
    8'b10100010: ALU_Control=4'b0110;  
    8'b10100111: ALU_Control=4'b1100;  
    8'b10100110: ALU_Control=4'b0100;  
    8'b10011000: ALU_Control=4'b0101;  
    8'b10011010: ALU_Control=4'b1011;  
    8'b10000000: ALU_Control=4'b1000;  
    8'b10000010: ALU_Control=4'b1001;  
    8'b10000011: ALU_Control=4'b1010;  
    8'b10101010: ALU_Control=4'b0111;  
    8'bxxxxxxxx: ALU_Control=4'bxxxx;  
    default: ALU_Control=4'b0000;  
    endcase  
 endmodule  
==> /design/flow/run.sh <==
#!/bin/bash
# OpenROAD 26Q1-2900-gdf79404cd8, Yosys 0.63+post, stock flow scripts
make -C /OpenROAD-flow-scripts/flow DESIGN_CONFIG=/design/flow/config.mk WORK_HOME=/design/flow/orfs finish
==> /design/flow/config.mk <==
export PLATFORM = sky130hd
export DESIGN_NAME = ALUControl
export DESIGN_NICKNAME = ALUControl
export VERILOG_FILES = /design/flow/design.v
export SDC_FILE = /design/flow/constraint.sdc
export NUM_CORES = 4
export LEC_CHECK = 1
export CORE_AREA = 10 10 70 70
export DIE_AREA = 0 0 80 80
==> /design/flow/constraint.sdc <==
current_design ALUControl

set clk_period 1.8
set clk_io_pct 0.2

create_clock -name clk0 -period $clk_period

set non_clock_inputs [all_inputs -no_clocks]
set_input_delay [expr $clk_period * $clk_io_pct] -clock clk0 $non_clock_inputs
set_output_delay [expr $clk_period * $clk_io_pct] -clock clk0 [all_outputs]
==> results_dict.tcl <==
# metrics dict for downstream scripts
set metrics [dict create \
    worstHoldPathType "in2out" \
    floorplan.die_area_sq_um 6400 \
    cp.buffers_inverters 3 \
    fp_util 0.05714 \
    vias 304 \
    rsz0062_at_grt "no" \
    outcome "completed" \
    place.detailed.instances 94 \
    path_cells "clkdlybuf4s15_2 > buf_6 > and3_1 > mux2_2 > o2bb2ai_2 > buf_2" \
    synthesis.area_per_instance_sq_um 6.731 \
    final-instance-count-excl-fill 96 \
    max-vdd-ir-drop_v 0.00002237 \
    post_synth_instance_area_sq_um 195.2 \
    core-area_sq_um 3416 \
    storage_cell_area_sq_um 0 \
    antenna_violating_nets_post_route 0 \
    final_period_utilization 0.9673 \
    height_of_the_die_um 80 \
    detail_route.wl_per_cell_um 9.281 \
    synth.lib_cells_used.distinct 20 \
    grt_overflow_total 0 \
    numSequentialCells 0 \
    finalWirelength_um 891 \
    grt_max_degree 8 \
    hpwlAfterDp_um 720.3 \
    ys_seq_share 0 \
    viasPerCell 3.167 \
    critical_path_peak_fanout 5 \
    yosys.area.top_type_share 0.1538 \
    timing.critical_path.from_type "primary input" \
    worstSetupPathType "in2out" \
    top_level_ports 12 \
    clock_buffer_count 0 \
    cp-end-kind "primary output" \
    drc_errors 0 \
    ys_chip_area_sq_um 195.2 \
    fmax_mhz 574.3 \
    finalHoldViolCount 0 \
    worst_path_cell_with_the_longest_stage_delay "sky130_fd_sc_hd__mux2_2" \
    drv_cap 0 \
    post-synth-top-area-cell "sky130_fd_sc_hd__nor4b_2" \
    worst_path_dominant_cell_family "buffers and inverters" \
    post_route_cells_drive_above_1_share 0.5800 \
    grt_pass1_vias 302 \
    max_slew_violation_count 0 \
    grt_first_pass_wirelength_um 1380 \
    top_cells_by_area "sky130_fd_sc_hd__nor4b_2 15%, sky130_fd_sc_hd__nor3_1 7.7%, sky130_fd_sc_hd__nand2_1 7.7%" \
    antenna_cells 0 \
    setup_slack_ps 58.88 \
    grt_antenna_before_repair 0 \
    timing.hold.ws_ps 1143 \
    worst_path_largest_cell_delay_ps 270 \
    first_pass_iters 4 \
    worstMarginPinSlew_ps 283.2 \
    synthesis.instances 29 \
    log.warning_count 32 \
    all_layer_global_routing_usage 0.02563 \
    routabilityCongestion 0.6701 \
    arrival_ps 1380 \
    cellPowerDensity_nw_per_um2 154.0 \
    worstPathRequired_ps 1440 \
    synth-cells-yosys 29 \
    period_minus_slack_ps 1741 \
    maxSlewHeadroom 0.8104 \
    detailedPlace.worstSlack_ps -717.4 \
    lkg_pwr_nw 0.1948 \
    area_growth_pct 128.2 \
    drtIter0Drc 7 \
    port_buffer_cells 12 \
    yosys_warnings 1 \
    fp-row-count 21 \
    die_x_um 80 \
    report.final.setup_viol 0 \
]
cell families after synthesis:
| logic type | after synthesis | share of synthesized area |
|---|---|---|
| simple gates | 17 | 0.5961 |
| compound gates | 8 | 0.2756 |
| buf+inv | 3 | 0.07050 |
| mux | 1 | 0.05769 |
synth_stat cells, drive strengths merged:
master,instances
nand2,4
o21ai,4
nor3,3
nor4b,3
buf,2
nand4,2
a21oi,1
and3,1
and3b,1
and4b,1
inv,1
mux2,1
nand3,1
nor2,1
o211ai,1
o2bb2ai,1
o31a,1
placed cells by master (no fill, tap or decap), types with 2 or more instances in the layout:
master	count
sky130_fd_sc_hd__buf_2	8
sky130_fd_sc_hd__buf_4	8
sky130_fd_sc_hd__nand2_1	4
sky130_fd_sc_hd__nor3_1	3
sky130_fd_sc_hd__buf_6	3
sky130_fd_sc_hd__nor4b_4	2
sky130_fd_sc_hd__nand4_1	2
sky130_fd_sc_hd__o21ai_0	2
sky130_fd_sc_hd__o21ai_2	2
tightest hold or removal path: stages:
cell and delay (ps):
sky130_fd_sc_hd__buf_2 150, sky130_fd_sc_hd__buf_4 130, sky130_fd_sc_hd__o21ai_2 40, sky130_fd_sc_hd__buf_2 100
stage by stage:
step	utilization	setup TNS, ps	power (mW)	area [sq um]
after floorplan	-	0	0.02129	195.2
after global placement	0.1260	-2598	0.06642	430.4
after detailed placement	0.1260	-2652	0.06708	430.4
after CTS	0.1289	0	0.06677	440.4
after global routing	0.1304	0	0.07446	445.4
final	0.1304	0	0.06860	445.4
metal layers:
| metal | GRT usage | wire, um | share of wire | vias to the layer above |
|---|---|---|---|---|
| met5 | 0 | 0 | 0 | - |
| met4 | 0 | 0 | 0 | 0 |
| met3 | 0.003409 | 48 | 0.054 | 0 |
| met2 | 0.04976 | 452 | 0.51 | 6 |
| met1 | 0.03032 | 391 | 0.44 | 141 |
| li1 | - | - | - | 157 |
final timing paths:
| check | start | to | slack [ps] | cells after the start |
|---|---|---|---|---|
| min | ALUOp[0] | ALU_Control[1] | 1140 | 4 |
| max | Function[2] | ALU_Control[0] | 60 | 6 |
power by group:
part | switching, mW | internal, mW | leakage, nW
sequential | 0 | 0 | 0
combinational | 0.0317 | 0.0369 | 0.195
clock | 0 | 0 | 0
total | 0.0317 | 0.0369 | 0.195
timing repair:
item | CTS | global route
pin swaps | 7 | 3
resized | 44 | 3
buffers inserted | 2 | 0
endpoints found under the setup margin | 4 | 2
hold buffers | 0 | 0
area by class of cell:
cell class	instances	area (sq um)
fill	399	2970
multi-input combinational	26	215.2
timing repair buffer	23	168.9
inverter	1	3.754
tap	46	57.56
Power figures rest on the tool's default switching activity, not on a simulated workload.
